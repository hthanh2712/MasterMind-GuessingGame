## flow/run.sh

```bash
#!/bin/bash
# OpenROAD 26Q1-2900-gdf79404cd8, Yosys 0.63+post, stock flow scripts
make -C /OpenROAD-flow-scripts/flow DESIGN_CONFIG=/design/flow/config.mk WORK_HOME=/design/flow/orfs finish
```

## flow/design.v

```verilog
module display(score, seg7, reset);
	input logic [3:0] score;
	output logic [6:0] seg7;
	input logic reset;
	always_comb begin
		if (~reset) begin
			case (score)
				3'b000 : seg7 = 7'b1000000;
				3'b001 : seg7 = 7'b1111001;
				3'b010 : seg7 = 7'b0100100;
				3'b011 : seg7 = 7'b0110000;
				3'b100 : seg7 = 7'b0011001;
				3'b101 : seg7 = 7'b0010010;
				3'b110 : seg7 = 7'b0000010;
				3'b111 : seg7 = 7'b1111000;
				default : seg7 = 7'bxxxxxxx;
			endcase
		end
		else begin
			seg7 = 7'b1000000;
		end
	end
endmodule
module display3(score, HEX5, HEX4, reset);
	input logic [4:0] score;
	output logic [6:0] HEX5;
	output logic [6:0] HEX4;
	input logic reset;
	always_comb begin
		if (~reset) begin
			case (score)
				4'b000 :begin HEX4 = 7'b1000000; HEX5 = 7'b1000000;end
				4'b001 :begin HEX4 = 7'b1111001; HEX5 = 7'b1000000;end
				4'b010 :begin HEX4 = 7'b0100100; HEX5 = 7'b1000000;end
				4'b011 :begin HEX4 = 7'b0110000; HEX5 = 7'b1000000;end
				4'b100 :begin HEX4 = 7'b0011001; HEX5 = 7'b1000000;end
				4'b101 :begin HEX4 = 7'b0010010; HEX5 = 7'b1000000;end
				4'b110 :begin HEX4 = 7'b0000010; HEX5 = 7'b1000000;end
				4'b111 :begin HEX4 = 7'b1111000; HEX5 = 7'b1000000;end
				4'b1000 :begin HEX4 = 7'b0000000; HEX5 = 7'b1000000;end
				4'b1001 :begin HEX4 = ~7'b1101111; HEX5 = 7'b1000000;end
				4'b1010 :begin HEX4 = 7'b1000000; HEX5 = 7'b1111001; end
				4'b1011 :begin HEX4 = 7'b1111001; HEX5 = 7'b1111001; end
				4'b1100 :begin HEX4 = 7'b0100100; HEX5 = 7'b1111001; end
				4'b1101 :begin HEX4 = 7'b0110000; HEX5 = 7'b1111001; end
				4'b1110 :begin HEX4 = 7'b0011001; HEX5 = 7'b1111001; end
				4'b1111 :begin HEX4 = 7'b0010010; HEX5 = 7'b1111001; end
				default :begin HEX4 = 7'bxxxxxxx; HEX5 = 7'b1111001; end
			endcase
		end
		else begin
			HEX4 = 7'b1000000;HEX5 = 7'b1000000;
		end
	end
endmodule
```

## flow/constraint.sdc

```tcl
current_design display3

set clk_period 1.5
set clk_io_pct 0.2

create_clock -name clk0 -period $clk_period

set non_clock_inputs [all_inputs -no_clocks]
set_input_delay [expr $clk_period * $clk_io_pct] -clock clk0 $non_clock_inputs
set_output_delay [expr $clk_period * $clk_io_pct] -clock clk0 [all_outputs]
```

## flow/config.mk

```make
export PLATFORM = sky130hd
export DESIGN_NAME = display3
export DESIGN_NICKNAME = display3
export VERILOG_FILES = /design/flow/design.v
export SDC_FILE = /design/flow/constraint.sdc
export NUM_CORES = 4
export LEC_CHECK = 1
export CORE_AREA = 10 10 70 70
export DIE_AREA = 0 0 80 80
```

==> impl_metrics.env <==
# source this file to load flow results
export IMPL_slew_violations=0
export IMPL_final_util=0.242
export IMPL_cellLeakagePower_uw=0.000368
export IMPL_nClkBuffers=0
export IMPL_antenna_found_initial=0
export IMPL_die_w_um=80
export IMPL_logic_area_um2=400
export IMPL_lay_top_count="buf_4"
export IMPL_finalCritPeriodShare=1.04
export IMPL_wl_met2_um=616
export IMPL_period_needed_ns=1.57
export IMPL_hp_start="score[4]"
export IMPL_route_met3_wl_um=125
export IMPL_hp_class="primary input to primary output"
export IMPL_startpoint="score[3]"
export IMPL_pre_cts_ws_ns=-0.934
export IMPL_wirelength_mm=1.31
export IMPL_hold_end="HEX4[2]"
export IMPL_core_um2=3420
export IMPL_maxCapViolCount=0
export IMPL_synth_stat_cells=45
export IMPL_switchingPower_uw=85.1
export IMPL_seqPwrFrac=0
export IMPL_synth_chip_area_um2=340
export IMPL_grt_pass1_wl_mm=1.98
export IMPL_gr_usage_all_layers=0.0360
export IMPL_ff_count=0
export IMPL_synthToLayoutAreaGrowth_pct=143
export IMPL_syn_avg_cell_area_um2=7.56
export IMPL_finalSetupViolCount=2
export IMPL_drive_gt1_frac=0.701
export IMPL_drt_initial_drc_count=12
export IMPL_place_gp_congestion=0.846
export IMPL_status="complete, but fails checks"
export IMPL_postRouteAntennaNets=0
export IMPL_hpwl_um=893
export IMPL_ys_types=21
export IMPL_arrival_ns=1.27
export IMPL_syn_area_um2=340
export IMPL_holdPathStages=3
export IMPL_rsz0062_at_grt="yes"
export IMPL_initial_core_util=0.0996
export IMPL_crit_fanout=6
export IMPL_required_ns=1.20
export IMPL_p_comb_frac=1.000
export IMPL_tool_warnings=39
export IMPL_first_pass_iters=5
export IMPL_num_rows=21
export IMPL_wire_per_inst_um=10.7
export IMPL_chip_area_um2=6400
export IMPL_clockPowerShare=0
export IMPL_hold_violations=0
export IMPL_dpl_cell_count=113
export IMPL_end_kind="primary output"
export IMPL_fin_ws_ns=-0.0657
export IMPL_ys_warn_count=1
export IMPL_fillers=353
export IMPL_postSynthSeqShare=0
export IMPL_switching_share=0.427
export IMPL_remaining_drc_errors=0
export IMPL_p_int_uw=114
export IMPL_io_pins=20
export IMPL_fp_dieH_um=80
export IMPL_antenna_cells=0
export IMPL_fmaxAchievable_mhz=639
export IMPL_critPathLaunchType="primary input"
export IMPL_final_seq_area_um2=0
export IMPL_drt_met1_wl_um=572
export IMPL_finalNonFillerCells=123
export IMPL_grt_max_degree=7
export IMPL_crit_type="primary input to primary output"
export IMPL_failed_checks="negative setup slack"
export IMPL_grt_pass1_vias=408
export IMPL_lay_top_cells="buf_4 (15), buf_6 (8), buf_2 (6)"
export IMPL_netlist_instances=45
export IMPL_via_count=430
export IMPL_holdWs_ns=0.980
export IMPL_top_layer_used="met3"
export IMPL_port_buffers=17
export IMPL_powerDensity_nw_per_um2=241
export IMPL_routed_via_density=3.50
export IMPL_gr_total_overflow=0
export IMPL_ir_drop_mv=0.0481
[Yosys cell counts]
cell      instances  area (µm²)
and4bb_1          1        12.5
a22oi_1           1        7.51
a311o_1           1        10.0
nor4_1            1        6.26
o21ai_0           1        5.00
a221oi_1          1        8.76
xor2_1            1        8.76
conb_1            2        7.51
nor2_1            1        3.75
a21oi_1           4        20.0
buf_6             1        11.3
nor3_1            4        20.0
nand2_1           1        3.75
ha_1              6        75.1
buf_4             7        52.6
xnor2_1           1        8.76
nand2b_1          1        6.26
inv_1             4        15.0
a211o_1           1        8.76
and2_4            1        8.76
mux2i_1           4        40.0
[final cells by class]
class                      instances  area share
inverter                           4      0.0364
multi-input combinational         34       0.485
tap                               46      0.0697
timing repair buffer              39       0.409
[timing repair]
item / CTS / global route
resized: 89 / 10
endpoints found under the hold margin: 0 / 0
endpoints found under the setup margin: 11 / 10
pin swaps: 8 / 9
buffers inserted: 8 / 2
hold buffers: 0 / 0
[cell families after synthesis]
logic type	synth area share
buf+inv	0.232
simple gates	0.180
compound gates	0.176
fa+ha+maj	0.221
mux	0.118
xor+xnor	0.0515
other cells	0.0221
[per-stage QoR]
step,power [µW],cell area (µm²),TNS (ns)
6_report,199,826,-0.0911
5_1_grt,216,826,-0.283
4_1_cts,181,783,-0.180
3_5_place_dp,133,598,-8.79
3_3_place_gp,134,598,-8.60
2_1_floorplan,63.4,344,0
[worst max-delay path by stage]
stage	end	slack, ns	cells past startpoint
4_1_cts	HEX4[0]	-0.07	7
5_1_grt	HEX4[0]	-0.11	7
6_report	HEX4[0]	-0.07	7
[routing by layer]
metal,global-route usage,vias to the layer above
met5,0,-
met4,0,0
met3,0.0102,0
met2,0.0602,16
met1,0.0476,203
li1,-,211
[power groups by stage]
stage                 combinational, µW  clock (µW)  sequential (µW)
final                               199           0                0
after global routing                216           0                0
after CTS                           181           0                0
[critical path, stage by stage]
cell     delay (ns)
buf_8          0.10
buf_6          0.12
buf_6          0.11
a211o_1        0.32
buf_6          0.13
a21oi_2        0.09
buf_2          0.10
Power figures rest on the tool's default switching activity, not on a simulated workload.
