===== flow/design.v =====
module LFSR (clk, reset, random, sw);
	output reg [7:0] random;
	input clk, reset, sw;
	wire feedback;
	assign feedback = ~(random[7] ^ random[6]);
	always_ff @(posedge clk) begin
		if (~reset & sw) begin
			random = {random[6:0], feedback};
		end
	end
endmodule	
module LFSR_testbench();
   reg clk, reset, sw;
   wire [7:0] random;
   LFSR UUT(.clk(clk), .reset(reset), .random(random), .sw(sw));
	initial begin
		 clk = 0;
		 reset = 1;
		 #15;
		 reset = 0;
		 #200;
	end
	always
	begin
		 #5;
		 clk = ~ clk;
	end
endmodule

===== flow/run.sh =====
#!/bin/bash
# OpenROAD 26Q1-2900-gdf79404cd8, Yosys 0.63+post, stock flow scripts
make -C /OpenROAD-flow-scripts/flow DESIGN_CONFIG=/design/flow/config.mk WORK_HOME=/design/flow/orfs finish

===== flow/config.mk =====
export PLATFORM = sky130hd
export DESIGN_NAME = LFSR
export DESIGN_NICKNAME = LFSR
export VERILOG_FILES = /design/flow/design.v
export SDC_FILE = /design/flow/constraint.sdc
export NUM_CORES = 4
export LEC_CHECK = 1
export CORE_AREA = 10 10 70 70
export DIE_AREA = 0 0 80 80

===== flow/constraint.sdc =====
current_design LFSR

set clk_period 2.0
set clk_io_pct 0.2

create_clock -name clk0 -period $clk_period [get_ports {clk}]

set non_clock_inputs [all_inputs -no_clocks]
set_input_delay [expr $clk_period * $clk_io_pct] -clock clk0 $non_clock_inputs
set_output_delay [expr $clk_period * $clk_io_pct] -clock clk0 [all_outputs]

==> results.tsv <==
metric	value	unit
MaxCap Viol Count	0	
CTS sink count	8	
WP data required	1600	ps
Via density	2.09	
Critical Path End Type	output pin	
Hold Violations, Final	0	
first-pass GRT wire length	945	um
Registers, synthesis	8	
ys async rst share	0	%
# port buffers	10	
Max H-tree Level	1	
top cell type's share of synthesized area	94.1	%
max-slew violations	0	
filler cell count	393	
final wirelength	574	um
cts hold-fix bufs	0	
Post-Synthesis Mean Instance Area	25.5	um2
Power Density	756	mW/mm2
Yosys cell types	3	
Synth area leaders	edfxtp_1 (94%), xnor2_1 (3.4%), nor2b_1 (2.5%)	
RSZ-0062 raised after global routing	false	
Die W	80	um
crit share post-route	76.6	%
layout cells sized above 1	16.7	%
HP Class	flop to flop	
PostCTS Resize Cnt	0	
Commonest flop	edfxtp_1	
top cells by count, synth	edfxtp_1 (8), nor2b_1 (1), xnor2_1 (1)	
Die Size	0.00640	mm2
cell family with most CP delay	buffers and inverters	
slew at the pin closest to its max-slew limit	137	ps
setup TNS	0	ps
grt ovf	0	
CTS tree	yes	
number of global-route vias before repair	180	
CP max-delay cell	clkdlybuf4s50_1	
Pleak	0.137	nW
kind of critical path	flop to output pin	
antenna violations before repair	0	
Cell Rows	21	
Max Fanout on Critical Path	3	
most common cell in the netlist	edfxtp_1	
worst-path cell chain	clkdlybuf4s50_1	
r2r setup slk	1160	ps
Final Util	13.0	%
fp_density	7.47	%
Max clock buf depth	2	
Total Power	0.335	mW
CP max stage delay	490	ps
CTS Buf Count	3	
setup violators final	0	
largest net degree at the start of global routing	9	
Clock Skew	0.144	ps
ys cells	10	
Max Freq	653	MHz
crit path time final	1530	ps
Chip Height	80	um
Worst setup SP type	flop	
# diodes	0	
worst skew pair latency	250	ps
outcome	completed	
Setup Buffers After CTS	0	
post-detailed-route count of antenna-violating nets	0	
max reg flops	8	
# IOs	11	
placer congestion estimate	0.712	
Core Region	0.00342	mm2
gr usage total	2.01	%
YS chip area	255	um2
Seq share, synth	94.1	%
synthesized area	255	um2
Rel. slew slack	90.8	%
First-pass DRT Iterations	4	
peak supply drop	0.000286	V
Syn Inst Count	10	
Starting DRT DRC Count	7	
Syn-to-layout area delta	73.5	%
area leader, netlist	edfxtp_1	
Tool Warnings	25	
# DRC	0	
synth warn	1	
routed via count	146	
Root Driver	clkbuf_4	
clock slew at reported path FFs	50	ps
Bufs and invs on worst path	1	
EDFF count, synth	8	
Wirelength per Cell	8.20	um
critical path arrival	1130	ps
[metal layers]
layer / vias to the layer above / track usage [%] / share of wire (%)
met5: - / 0 / 0
met4: 0 / 0.352 / 0
met3: 0 / 2.16 / 19
met2: 13 / 1.85 / 21
met1: 65 / 2.88 / 59
li1: 68 / - / -
[cells in the final DEF (no fill, tap or decap)]
cell / n
clkbuf_4: 3
clkdlybuf4s50_1: 10
buf_4: 1
xnor2_1: 1
edfxtp_1: 8
nor2b_1: 1
[per-stage QoR]
stage	std cells	instance area (um2)	hold WS (ps)	worst slack, ps
floorplan	10	255	400	807
global placement	67	420	433	573
detailed placement	67	420	436	543
CTS	70	443	448	454
global route	70	443	465	403
finish	70	443	445	468
[final timing paths]
| path | to | start | depth (start not counted) |
|---|---|---|---|
| worst max-delay path | random[6] | random[6] | 1 |
| worst min-delay path | random[4] | random[3] | 0 |
| worst max register to register | random[0] | random[6] | 1 |
| worst min register to register | random[4] | random[3] | 0 |
[cell type report]
class | count | area [um2] | share of cell area, %
flip-flops and latches | 8 | 240 | 54.2
clock buffers | 3 | 22.5 | 5.08
well taps | 46 | 57.6 | 13.0
multi-input cells | 2 | 15.0 | 3.39
repair buffers | 11 | 108 | 24.3
[cells by family (layout without fill, tap and decap cells)]
logic type / count (synthesis) / count (layout) / synth area share (%)
DFF: 8 / 8 / 94.1
and+or+nand+nor: 1 / 1 / 2.45
buffers and inverters: 0 / 14 / 0
xor gates and xnor gates: 1 / 1 / 3.43
[where the power goes]
part	leakage (nW)	switching (mW)	internal (mW)
clock network	0.0138	0.0503	0.0683
logic	0.0485	0.00511	0.0150
registers	0.0751	0.00374	0.192
Power is estimated from default activity; no workload was simulated.
